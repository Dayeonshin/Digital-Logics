## run.sh

```bash
#!/bin/bash
# OpenROAD 26Q1-2900-gdf79404cd8, Yosys 0.63+post, stock flow scripts
make -C /OpenROAD-flow-scripts/flow DESIGN_CONFIG=/design/flow/config.mk WORK_HOME=/design/flow/orfs finish
```

## config.mk

```make
export PLATFORM = sky130hd
export DESIGN_NAME = direction
export DESIGN_NICKNAME = direction
export VERILOG_FILES = /design/flow/design.v
export SDC_FILE = /design/flow/constraint.sdc
export NUM_CORES = 4
export LEC_CHECK = 1
export CORE_UTILIZATION = 30
```

## constraint.sdc

```tcl
current_design direction

set clk_period 4.7
set clk_io_pct 0.2

create_clock -name clk0 -period $clk_period [get_ports {clk}]

set non_clock_inputs [all_inputs -no_clocks]
set_input_delay [expr $clk_period * $clk_io_pct] -clock clk0 $non_clock_inputs
set_output_delay [expr $clk_period * $clk_io_pct] -clock clk0 [all_outputs]
```

## design.v

```verilog
`timescale 1ns / 1ps
module direction(current_heading, button ,clk,length );
    input [4:0] button;
    input clk;
    output reg [31:0]length;
    output reg[3:0]current_heading;
    initial begin 
        length = 1;
        current_heading = 4'b0001;
    end
    always @(posedge clk) begin 
        if (button[0]==1'b0 && current_heading!=4'b0100) begin
            current_heading = 4'b0001;
        end
        else if (button[1]==1'b0 && current_heading!=4'b1000 )begin
            current_heading = 4'b0010;
        end 
        else if (button[2]==1'b0 && current_heading!=4'b0001)begin
            current_heading = 4'b0100;
        end
        else if (button[3]==1'b0 && current_heading!=4'b0010)begin
            current_heading = 4'b1000;
        end 
        else if (button[4]==1'b0)begin
            length = length +1;
        end 
    end 
endmodule
```

==> impl_report.txt <==
RUN METRICS
----------------------------------------------------
[Flow run]
  Number of warnings in the stage logs ........................ 25
  Max_cap viols ........................ 0

[Timing]
  Final worst path period share ........................ 0.5208
  Peak Freq ........................ 408.5 MHz
  Clock skew ........................ 6.185 ps
  Setup repair after global routing missed its margin ........................ no
  Final Hold Violation Tally ........................ 0
  Least-Margin Pin Slew ........................ 656.3 ps
  Max_slew headroom ........................ 0.5612
  Worst hold margin ........................ 600.7 ps
  Number of pins with negative max-slew slack in the final report ........................ 0
  Final tally of setup violations ........................ 0
  Final setup TNS ........................ 0 ps
  Post-route setup slack ........................ 2252 ps
  Post-route minimum period ........................ 2448 ps

[Clocking]
  Clock transition at path regs ........................ 60 ps
  Root cell of the clock tree ........................ sky130_fd_sc_hd__clkbuf_8
  CTS H-tree lvls ........................ 2
  CTS Buffer Depth ........................ 2
  CTS tree ........................ yes
  Buffers inserted during post-CTS setup optimization ........................ 0
  TritonCTS Sinks ........................ 36
  TritonCTS buffer count ........................ 5
  Number of buffers added to fix hold violations after cts ........................ 0
  Count of cells resized by post-cts repair ........................ 0
  Insertion delay of the later-clocked pin in the worst-skew pair ........................ 280 ps

[Critical path]
  Maximum single-stage delay on the critical path ........................ 570 ps
  Arrival time of the worst setup path ........................ 2380 ps
  Category of the worst setup path capture point ........................ register
  Endpoint of the worst register-to-register path ........................ length[23]
  Maximum fanout along the worst path ........................ 32
  Origin of the critical flop-to-flop path ........................ length[2]
  CP Cell Sequence ........................ clkdlybuf4s50_1 > nand2_1 > o21ai_0 > a22oi_1 > nor3_2 > buf_4
  Worst Reg2Reg Path Length in Cells ........................ 4
  Required time at the worst-slack endpoint ........................ 4640 ps
  Critical Path Start ........................ button[0]
  Startpoint types ........................ input port
  Slack of the worst reg-to-reg path ........................ 2480 ps
  Slowest CP cell ........................ sky130_fd_sc_hd__clkdlybuf4s50_1
  Startpoint-to-endpoint class of the critical path ........................ in2reg

[Global route]
  Wire length of the first global-routing pass ........................ 5.989 mm
  Total global routing overflow ........................ 0
  Total GRT Usage ........................ 0.1197
  Antenna violations before repair ........................ 0
  Maximum number of pins on one net before global-route repair ........................ 33
  Number of global-route vias before repair ........................ 1,234

[Routing]
  Routed wire length per instance ........................ 12.85 µm
  Antenna Nets Post-Route ........................ 0
  Ant. Diodes ........................ 0
  Detailed-router iteration count before antenna repair ........................ 4
  Detailed Route Iter0 Violations ........................ 103
  Vias per cell ........................ 4.876
  Vias ........................ 1,380
  Final wirelength ........................ 3.637 mm
  Post-detailed-route DRC marker count ........................ 0

[Yosys]
  Post-synthesis chip area from yosys ........................ 0.001921 mm²
  Primary FF master, synth ........................ sky130_fd_sc_hd__edfxtp_1
  Post-synthesis async set-or-reset flop share ........................ 0
  Yosys cell count ........................ 165
  Avg Inst Size Synth ........................ 11.64 µm²
  Seq share, synth ........................ 0.5420
  Synth Instances ........................ 165
  Number of synthesized register bits ........................ 36
  Unique cell types ........................ 34
  Count of flip-flops with a built-in enable after synthesis ........................ 32
  Synthesis warning total ........................ 1
  Post-synthesis cell area ........................ 0.001921 mm²

[Hold path]
  WHS Endpoint ........................ length[31]
  Number of instances on the worst hold path ........................ 1
  Worst Hold Class ........................ reg2reg
  Source of the worst hold timing path ........................ length[31]

[Outcome]
  Result of the run ........................ completed

[Finish]
  Commonest Layout Cell ........................ sky130_fd_sc_hd__clkdlybuf4s50_1
  Post-layout util ........................ 0.4088
  Area growth from synthesis to final layout ........................ 28.99%
  Area taken by multi-input logic gates ........................ 808.3 µm²
  Most common logic cells in the final layout ........................ sky130_fd_sc_hd__clkdlybuf4s50_1, sky130_fd_sc_hd__edfxtp_1, sky130_fd_sc_hd__xor2_1
  Post-Layout Cell Count ........................ 283
  Layout fillers ........................ 573
  Share of post-route cells with drive strength above 1 ........................ 0.09615
  Storage element area ........................ 0.001041 mm²

[Die]
  Count of standard-cell rows ........................ 28
  Core Footprint ........................ 0.006061 mm²
  Overall chip area ........................ 0.006726 mm²
  Core utilization before placement ........................ 0.3169
  I/O pin cnt ........................ 42
  Die H ........................ 82.01 µm
  DIE WIDTH ........................ 82.01 µm

[Placement]
  Buffers added on ports ........................ 41
  Worst setup timing slack at the placement stage ........................ 1958 ps
  Gpl congestion ........................ 0.7124
  DP Wirelength ........................ 2.429 mm
  Post-Place Cells ........................ 275

[Power and ir drop]
  Power density over the cells ........................ 253.3 mW/mm²
  Maximum ir drop on the vdd rail ........................ 109.7 µV
  Reported leakage power ........................ 0.8564 nW

----------------------------------------------------
-- how the worst max path moves through the flow --
stage            end  slack, ps  cells after the start
6_report   length[5]       2250                      6
5_1_grt   length[28]       2120                      6
4_1_cts   length[17]       2260                      6
-- cell usage after synthesis, types with 3 or more instances --
cell | n | area (µm²)
sky130_fd_sc_hd__a21oi_1 | 3 | 15.01
sky130_fd_sc_hd__buf_6 | 3 | 33.78
sky130_fd_sc_hd__clkbuf_1 | 3 | 11.26
sky130_fd_sc_hd__dfxtp_1 | 4 | 80.08
sky130_fd_sc_hd__edfxtp_1 | 32 | 960.9
sky130_fd_sc_hd__inv_1 | 7 | 26.28
sky130_fd_sc_hd__nand2_1 | 16 | 60.06
sky130_fd_sc_hd__nand3_1 | 7 | 35.03
sky130_fd_sc_hd__nand4_1 | 4 | 25.02
sky130_fd_sc_hd__nor2_1 | 5 | 18.77
sky130_fd_sc_hd__nor3_1 | 11 | 55.05
sky130_fd_sc_hd__nor4_1 | 4 | 25.02
sky130_fd_sc_hd__nor4_2 | 6 | 75.07
sky130_fd_sc_hd__o21ai_0 | 6 | 30.03
sky130_fd_sc_hd__xnor2_1 | 10 | 87.58
sky130_fd_sc_hd__xor2_1 | 20 | 175.2
-- power by group --
part	internal, W	switching (W)	total, W	leakage [nW]
Clock	0.000117	0.000101	0.000218	0.0459
Sequential	0.000355	0.0000119	0.000367	0.323
Combinational	0.0000258	0.0000164	0.0000422	0.487
-- routing by layer --
metal  up-vias  track usage  part of all wire
li1        683            -                 -
met1       652       0.1928              0.49
met2        40       0.1727              0.43
met3         5      0.03157             0.068
met4         0      0.01579             0.011
met5         -            0                 0
-- worst max-delay path, delay by kind of cell --
family / cells / cell delay, ps
AOI/OAI and AO/OA: 2 / 270
buffers and inverters: 2 / 960
and+or+nand+nor: 2 / 190
-- area by class of cell --
| class | instances | share of cell area |
|---|---|---|
| clock buffers | 7 | 0.03485 |
| repair buffers | 42 | 0.1687 |
| flip-flops and latches | 36 | 0.4202 |
| multi-input cells | 115 | 0.3263 |
| clock inverters | 1 | 0.001515 |
| well taps | 75 | 0.03788 |
| inverters | 7 | 0.01061 |
-- flip-flops by register name (all words and copies together) (netlist names) --
register	count
current_heading	4
length	32
-- kinds of logic (layout without fill, tap and decap cells) --
group	count (synthesis)	in the layout	share of synthesized area
AND-OR/OR-AND	16	16	0.05146
AND/OR/NAND/NOR	68	68	0.2235
flip-flops	36	36	0.5420
XOR/XNOR	30	30	0.1368
buffers and inverters	14	57	0.03974
adder cells (fa/ha/maj)	1	1	0.006514
-- metrics by stage --
| stage | total power [W] | area (µm²) |
|---|---|---|
| after floorplan | 0.0003902 | 1921 |
| after detailed placement | 0.0004163 | 2387 |
| after global placement | 0.0004166 | 2387 |
| after global routing | 0.0006566 | 2477 |
| final | 0.0006276 | 2477 |
| after CTS | 0.0006348 | 2477 |
Power figures rest on the tool's default switching activity, not on a simulated workload.
