--- flow/design.v ---
`timescale 1ns / 1ps
module LED_matrix(clk, cnt_100M, wr_seq, wr_seq_nbits, cs, write, data, debug);
    input clk;
    input [31:0] cnt_100M;
	input [393:0] wr_seq;
	input [31:0] wr_seq_nbits;
	output reg cs;
	output reg write;
	output reg data;
	output reg debug;
	reg [19:0] sequences [19:0];
	reg [19:0] sequences_nbits [19:0];
	reg [4:0] curr_seq_idx;
	reg setup_complete;
	reg [393:0] seq_to_board;
	reg [31:0] nbits_to_board;
	parameter HT1632_SYS_DIS = 8'H00;
	parameter HT1632_SYS_EN = 8'H01;
	parameter HT1632_LED_OFF = 8'H02;
	parameter HT1632_LED_ON = 8'H03;
	parameter HT1632_BLINK_OFF = 8'H08;
	parameter HT1632_BLINK_ON = 8'H09;
	parameter HT1632_SLAVE_MODE = 8'H10;
	parameter HT1632_MASTER_MODE = 8'H14;
	parameter HT1632_INT_RC = 8'H18;
	parameter HT1632_EXT_CLK = 8'H1C;
	parameter HT1632_PWM_CONTROL = 8'HA0;
	parameter HT1632_COMMON_16NMOS = 8'H24;
	integer state;
	initial begin
	    debug <= 1;
		cs <= 1;
		write <= 1;
		curr_seq_idx <= 0;
		state <= 0;  
		setup_complete <= 0;
		sequences[0] <= (( 4 << 8 ) | HT1632_SYS_EN) << 1;
		sequences_nbits[0] <= 12;
		sequences[1] <= (( 4 << 8 ) | HT1632_LED_ON) << 1;
		sequences_nbits[1] <= 12;
		sequences[2] <= (( 4 << 8 ) | HT1632_BLINK_OFF) << 1;
		sequences_nbits[2] <= 12;
		sequences[3] <= (( 4 << 8 ) | HT1632_MASTER_MODE) << 1;
		sequences_nbits[3] <= 12;
		sequences[4] <= (( 4 << 8 ) | HT1632_INT_RC) << 1;
		sequences_nbits[4] <= 12;
		sequences[5] <= (( 4 << 8 ) | HT1632_COMMON_16NMOS) << 1;
		sequences_nbits[5] <= 12;
		sequences[6] <= (( 4 << 8 ) | (HT1632_PWM_CONTROL | 15)) << 1;
		sequences_nbits[6] <= 12;
		sequences[7] <= (( 5 << 15 ) | 8'b11110000);
		sequences_nbits[7] <= 18;
		sequences[8] <= 0;
		sequences_nbits[8] <= 0;
	end
	always @(posedge clk) begin
		case(state)
			0:  
				begin
				   if(!setup_complete)  begin
                       seq_to_board <= sequences[curr_seq_idx];
                       nbits_to_board <= sequences_nbits[curr_seq_idx];
					   state <= 1;  
                   end
                   else begin 
					   if(cnt_100M == 0) begin
						   seq_to_board <= wr_seq;
						   nbits_to_board <= wr_seq_nbits; 
						   state <= 1;  
					   end
                   end
                end
			1:  
				begin
					cs <= 0;
					state <= 2;  
				end
			2:  
				begin
					nbits_to_board = nbits_to_board - 1;
					if( (seq_to_board >> nbits_to_board) & 1 )		
						data <= 1;
					else	
						data <= 0;
					write <= 0;
					state <= 3;  
				end
			3:  
				begin
					write <= 1;
					if(nbits_to_board == 0)	state <= 4;  
					else	state <= 2;  
				end
			4:  
				begin
					cs <= 1;
					state <= 5;  
					curr_seq_idx <= curr_seq_idx + 1;
				end		
		    5:  
		        begin
                    if( curr_seq_idx >= 7 ) setup_complete <= 1;
                    state <= 0;	 
	            end
	   endcase
	end
endmodule
--- flow/constraint.sdc ---
current_design LED_matrix

set clk_period 23.1
set clk_io_pct 0.2

create_clock -name clk0 -period $clk_period [get_ports {clk}]

set non_clock_inputs [all_inputs -no_clocks]
set_input_delay [expr $clk_period * $clk_io_pct] -clock clk0 $non_clock_inputs
set_output_delay [expr $clk_period * $clk_io_pct] -clock clk0 [all_outputs]
--- flow/config.mk ---
export PLATFORM = sky130hd
export DESIGN_NAME = LED_matrix
export DESIGN_NICKNAME = LED_matrix
export VERILOG_FILES = /design/flow/design.v
export SDC_FILE = /design/flow/constraint.sdc
export NUM_CORES = 4
export LEC_CHECK = 1
export CORE_UTILIZATION = 40
--- flow/run.sh ---
#!/bin/bash
# OpenROAD 26Q1-2900-gdf79404cd8, Yosys 0.63+post, stock flow scripts
make -C /OpenROAD-flow-scripts/flow DESIGN_CONFIG=/design/flow/config.mk WORK_HOME=/design/flow/orfs finish
==> impl_metrics.ini <==
; physical design summary
[outcome]
status = completed

[sta]
finalMaxSlewViolations = 0
min_period_ns = 7.59
holdWs_ns = 0.590
rsz0062_at_grt = false
fmax_mhz = 132
worst_pin_slew_ns = 0.811
final.setup.tns_ns = 0
relSlewSlack_pct = 45.7
hold_viol = 0
finClkSkew_ns = 0.0149
fin_crit_sh_pct = 32.9
setup_viol = 0

[route]
drcViolationCount = 0
ant_nets = 0
wl_per_cell_um = 21.6
vias = 14115
drt_wl_total_mm = 59.1
drt-vias-per-instance = 5.16
firstDrtPassIters = 5
drtIter0Drc = 832

[die]
io_pins = 463
dieArea_um2 = 53800
fp_util_pct = 40.9
die_x_um = 232
die_y_um = 232
fp-row-count = 83
core-area_um2 = 51700

[clock_network]
clk_latency_ns = 0.59
cts_resized = 0
path_clk_slew_ns = 0.06
post-cts-setup-buffer-count = 0
cts_buffers = 47
cts_root_buf = clkbuf_16
postCtsHoldBufs = 0
htreeDepth = 2
cts_tree = done
cts.sinks = 438
cts_max_path_buffers = 3

[worst_setup_path]
start_kind = input port
cp_cell_sequence = clkdlybuf4s50_1 > nor4_1 > nand4_1 > o21ai_0 > and2_4 > buf_4 > buf_4
slowest_stage = buf_4
cp_max_fo = 64
path_delay_family = buffers and inverters
crit_arrival_ns = 7.81
crit_type = input port to flop
critPathBufInv = 3
required_ns = 23.32
cpPeakStageDelay_ns = 0.72
cp-end-kind = flop
worst_path_most_repeated_cell = buf_4

[placed_design]
gp_congestion = 0.877
io_buffers = 461
placed_area_um2 = 26400
dpl.hpwl_mm = 41.9

[yosys]
yosysWarningCount = 1
synth_top_area_share_pct = 62.2
syn_inst = 1577
common_cells = edfxtp_1 (438), and2_1 (389), nand2_1 (156)
yosys_cells = 1577
ys_chip_area_um2 = 21100
synthDistinctLibCells = 71
async_flop_share_pct = 0
ys_top_cells_by_area = edfxtp_1 (62%), and2_1 (12%), mux4_2 (8.0%)
synthMostInstantiatedCell = edfxtp_1
synth-edff-count = 438
syn_area_per_cell_um2 = 13.4
yosysTopAreaCell = edfxtp_1
synth-seq-cells = 438
flop_cell = edfxtp_1
syn-cell-area_um2 = 21100
seq_area_frac_synth_pct = 62.2

[power_and_ir_drop]
total_power_w = 0.00326
p_leak_nw = 9.54
peakVddDrop_v = 0.000137
p_per_area_nw_per_um2 = 117

[grt]
grt_first_pass_wirelength_mm = 88.5
first_global_vias = 14896
grt_max_degree = 125
antenna_found_initial = 13
grt.total_usage_pct = 24.0
overflow = 0

[hold_path]
hold_class = flop to flop

[flow_run]
warnings = 38
drv_cap = 0

[finish]
postLayoutCoreUtil_pct = 54.1
fin_area_um2 = 28000
drive_above_1_share_pct = 9.46
synthToLayoutAreaGrowth_pct = 32.2
## power by group
part | internal (W) | total [W] | switching [W]
logic | 0.000528 | 0.00126 | 0.000735
clock network | 0.000477 | 0.000781 | 0.000305
registers | 0.00112 | 0.00121 | 0.0000906
total | 0.00213 | 0.00326 | 0.00113
## registers in the layout (all words and copies together), names as in the netlist
name	count
cs	1
data	1
state	3
nbits_to_board	32
setup_complete	1
write	1
seq_to_board	394
curr_seq_idx	5
## layout make-up
type                       count  area [µm²]
antenna                        5        12.5
clock buffer                  61        1230
multi-input combinational   1024        7440
inverter                      11        41.3
clock inverter                23         362
fill                        4268       23800
sequential                   438       13200
timing repair buffer         493        4870
tap                          680         851
## kinds of logic (layout without fill, tap and decap cells)
| family | Yosys count | in the layout | synth area share (%) |
|---|---|---|---|
| mux | 90 | 90 | 8.70 |
| fa+ha+maj | 11 | 11 | 0.651 |
| xor+xnor | 38 | 38 | 1.70 |
| other cells | 1 | 7 | 0.0177 |
| simple gates | 751 | 751 | 19.8 |
| buf+inv | 116 | 588 | 2.74 |
| flops | 438 | 438 | 62.2 |
| compound gates | 132 | 132 | 4.17 |
## layout by cell type, fill, tap and decap left out, types with 3 or more instances in the layout
master	Yosys	routed
clkbuf_16	0	47
xnor2_1	24	24
a31oi_1	8	8
xor2_1	12	12
nor2_1	34	34
a211oi_1	6	6
or3_1	7	7
clkinv_1	0	3
nand2b_1	6	6
nand3_1	87	87
clkbuf_1	66	14
a21oi_1	18	18
a41oi_1	14	14
mux2i_1	15	15
clkinv_2	0	7
a21o_1	5	5
buf_4	7	31
nor3_1	16	16
bufinv_16	0	9
clkdlybuf4s50_1	0	461
nand2_1	156	156
and2_1	389	388
o31ai_1	3	3
or2_2	4	4
mux4_2	75	75
nand3b_1	3	3
o22a_1	4	4
a32oi_1	4	4
o22ai_1	7	7
o21ai_0	40	40
ha_1	11	10
diode_2	0	5
inv_1	11	11
nand4_1	7	7
nor4_1	16	16
edfxtp_1	438	438
nor2b_1	5	5
o41ai_1	3	3
## metal layers
layer  wire length, µm  GRT usage, %  vias to the layer above  share of wire (%)
met5               114             0                        -               0.19
li1                  -             -                     6675                  -
met4              1150          4.77                       16                2.0
met3              5770          8.96                       74                9.8
met1             23300          35.1                     6827                 39
met2             28800          37.0                      523                 49
## through the flow
step                worst slack (ns)  cells
global route                   15.24   2734
global placement               14.85   2646
floorplan                       7.17   1578
CTS                            15.49   2730
detailed placement             14.87   2646
finish                         15.51   2735
## path summary, 6_finish.rpt
check	depth (start not counted)	startpoint	slack, ns	end
max	7	cnt_100M[17]	15.51	seq_to_board[279]
min	1	curr_seq_idx[4]	0.59	curr_seq_idx[4]
max reg2reg	10	nbits_to_board[1]	19.09	data
min reg2reg	1	curr_seq_idx[4]	0.59	curr_seq_idx[4]
Power is estimated from default activity; no workload was simulated.
