`./config.mk`:
```
export PLATFORM = sky130hd
export DESIGN_NAME = counter_100M
export DESIGN_NICKNAME = counter_100M
export VERILOG_FILES = /design/flow/design.v
export SDC_FILE = /design/flow/constraint.sdc
export NUM_CORES = 4
export LEC_CHECK = 1
export CORE_UTILIZATION = 50
```
`./constraint.sdc`:
```
current_design counter_100M

set clk_period 6.7
set clk_io_pct 0.2

create_clock -name clk0 -period $clk_period [get_ports {clk}]

set non_clock_inputs [all_inputs -no_clocks]
set_input_delay [expr $clk_period * $clk_io_pct] -clock clk0 $non_clock_inputs
set_output_delay [expr $clk_period * $clk_io_pct] -clock clk0 [all_outputs]
```
`./design.v`:
```
`timescale 1ns / 1ps
module counter_100M(clk, cnt,clk_scl);
	input clk;  
	output reg [31:0] cnt;  
	output reg clk_scl;
	initial begin
		cnt <= 0;
		clk_scl <= 0;
	end
	always @(posedge clk) begin
		if( cnt == 100000000 - 1 )	cnt <= 0;
		else cnt <= cnt + 1;
	end
	always @(posedge clk) begin
        cnt <=0;
        if (cnt<100000000/2-1) cnt <= cnt+1;
        else begin
            cnt<=0;
            clk_scl = !clk_scl;
        end
    end
endmodule
```
`./run.sh`:
```
#!/bin/bash
# OpenROAD 26Q1-2900-gdf79404cd8, Yosys 0.63+post, stock flow scripts
make -C /OpenROAD-flow-scripts/flow DESIGN_CONFIG=/design/flow/config.mk WORK_HOME=/design/flow/orfs finish
```
==> impl_metrics.csv <==
group,metric,value,unit
synthesis,ys.flops,65,
synthesis,synth-cells-yosys,253,
synthesis,netlist_top_cells_count,"dfxtp_1, nand2_1, a21oi_1, a22oi_1, xor2_1",
status,stop_error,"ERROR: Found 32 problems in 'check -assert'.",
synthesis,top_area_share,51.87,%
synthesis,ys_chip_area,2470,µm²
synthesis,synth.most_common_cell,"dfxtp_1",
synthesis,edf_count,1,
synthesis,ys.warnings.count,1,
status,lastStage,"synthesis (1_2_yosys)",
synthesis,area_leaders,"dfxtp_1, xor2_1, a22oi_1",
synthesis,ys_types,39,
synthesis,synthFlopType,"dfxtp_1",
status,run_status,"did not finish",
synthesis,top_area_cell,"dfxtp_1",
synthesis,async_flop_share,0,%
synthesis,yosys.stat.seqShare,53.09,%
## kinds of logic after synthesis
| family | share of synthesized area [%] |
|---|---|
| other | 0.1518 |
| adders and majority gates | 0.5065 |
| xor gates and xnor gates | 5.674 |
| DFF | 53.09 |
| AOI/OAI and AO/OA | 14.99 |
| buffers and inverters | 3.546 |
| and+or+nand+nor | 22.04 |
